--- design/flow/run.sh ---
#!/bin/bash
# OpenROAD 26Q1-2900-gdf79404cd8, Yosys 0.63+post, stock flow scripts
make -C /OpenROAD-flow-scripts/flow DESIGN_CONFIG=/design/flow/config.mk WORK_HOME=/design/flow/orfs finish
--- design/flow/config.mk ---
export PLATFORM = sky130hd
export DESIGN_NAME = traffic
export DESIGN_NICKNAME = traffic
export VERILOG_FILES = /design/flow/design.v
export SDC_FILE = /design/flow/constraint.sdc
export NUM_CORES = 4
export LEC_CHECK = 1
export CORE_AREA = 10 10 70 70
export DIE_AREA = 0 0 80 80
--- design/flow/constraint.sdc ---
current_design traffic

set clk_period 1.3
set clk_io_pct 0.2

create_clock -name clk0 -period $clk_period [get_ports {clk}]

set non_clock_inputs [all_inputs -no_clocks]
set_input_delay [expr $clk_period * $clk_io_pct] -clock clk0 $non_clock_inputs
set_output_delay [expr $clk_period * $clk_io_pct] -clock clk0 [all_outputs]
--- design/flow/design.v ---
module traffic(clk, reset, snow, sys_en, gh, gc, rh, rc, vehicle);
  input clk, reset, snow, sys_en, vehicle;  
  output gh, gc, rh, rc;  
  wire [2:0] q;  
  wire q2n, q1n, q0n;
  wire Q2ns, Q2p1, Q2p2, Q2p3;  
  wire Q1ns, Q1p1, Q1p2, Q1p3, Q1p4;  
  wire Q0ns, Q0p1, Q0p2, Q0p3, Q0p4, Q0p5, Q0p6;  
  wire gcp1, gcp2, rcp1, ghp1, ghp2, rhp1, rhp2, rhp3;  
  wire vehicle_n, sys_en_n;
  not(vehicle_n, vehicle);
  not(sys_en_n, sys_en);
  and(Q2p1, q[2], q1n, sys_en);
  and(Q2p2, q[2], q0n, vehicle_n, sys_en);
  and(Q2p3, q2n, q[1], q[0], vehicle, sys_en);
  or(Q2ns, Q2p1, Q2p2, Q2p3);
  and(Q1p1, q[1], q0n, vehicle_n, sys_en);
  and(Q1p2, q2n, q[1], q0n, sys_en);
  and(Q1p3, q1n, q[0], vehicle, sys_en);
  and(Q1p4, q2n, q[1], q[0], vehicle_n, sys_en);
  or(Q1ns, Q1p1, Q1p2, Q1p3, Q1p4);
  and(Q0p1, q[2], q1n, q0n);
  and(Q0p2, q2n, q1n, sys_en_n);
  and(Q0p3, q2n, q0n, vehicle, sys_en);
  and(Q0p4, q2n, q1n, q0n, sys_en);
  and(Q0p5, q2n, q[0], vehicle_n, sys_en);
  and(Q0p6, q1n, q[0], vehicle_n, sys_en);
  or(Q0ns, Q0p1, Q0p2, Q0p3, Q0p4, Q0p5, Q0p6);
  dff ff2(clk, reset, Q2ns, q[2], q2n);
  dff ff1(clk, reset, Q1ns, q[1], q1n);
  dff ff0(clk, reset, Q0ns, q[0], q0n);
  and(gcp1, q[2], q[1], q0n);
  and(gcp2, q[2], q1n, q[0]);
  or(gc, gcp1, gcp2);
  and(rcp1, q1n, q0n);
  or(rc, q2n, rcp1);
  and(ghp1, q2n, q[1]);
  and(ghp2, q2n, q[0]);
  or(gh, ghp1, ghp2);
  and(rhp1, q1n, q0n);
  and(rhp2, q[2], q0n);
  and(rhp3, q[2], q1n);
  or(rh, rhp1, rhp2, rhp3);
endmodule
module dff(clk, reset, D, Q, Qn);
  input clk, D, reset;  
  output reg Q, Qn;  
  initial
    begin
      Q=0; Qn=1;  
    end
  always@ (posedge clk or posedge reset)
    begin
      if(reset == 1)
        begin
          Q <= 0;
          Qn <= 1;
        end
      else
        begin
          Q <= D;
          Qn <= !D;
        end
    end
endmodule
==> flow_metrics.env <==
# source this file to load flow results
export IMPL_wire_per_inst_um=9.485
export IMPL_synth_cell_types=21
export IMPL_cts_hold_buf=0
export IMPL_vias_per_cell=3.311
export IMPL_async_flop_share_pct=100.0
export IMPL_route_antenna_remaining_nets=0
export IMPL_hold_path_class="input pin to async pin"
export IMPL_place_congestion=0.8108
export IMPL_synth_top_cells_by_count="dfrtp_1, dfstp_2, inv_1, o21a_1"
export IMPL_wl_um=977
export IMPL_layout_setup_ws_ns=-0.1120
export IMPL_ys_cells=32
export IMPL_drtIter0Drc=19
export IMPL_antenna_found_initial=0
export IMPL_synth_seq_cells=6
export IMPL_yosys_area_top_type_share_pct=23.51
export IMPL_drc=0
export IMPL_fin_crit_sh_pct=108.6
export IMPL_htreeDepth=1
export IMPL_finish_utilization_pct=17.77
export IMPL_edf_count=0
export IMPL_clk_pin_slew_ns=0.05
export IMPL_vias=341
export IMPL_powerDensity_mw_per_mm2=1706
export IMPL_first_pass_iters=4
export IMPL_grt_pass1_wl_um=1642
export IMPL_area_delta_synth_final_pct=80.97
export IMPL_clock_skew_ns=0.0007580
export IMPL_port_buffers=7
export IMPL_p_total_mw=1.035
export IMPL_clk_path_buf_depth=2
export IMPL_slew_viol_final=0
export IMPL_top_cells_by_area="dfstp_2, dfrtp_1, o21a_1, a22oi_1, nor2b_4"
export IMPL_ir_drop_mv=0.2699
export IMPL_crit_arrival_ns=1.15
export IMPL_pre_cts_ws_ns=-0.1644
export IMPL_postSynthSeqShare_pct=45.90
export IMPL_fp_dieH_um=80
export IMPL_io_pins=9
export IMPL_grt_pass1_vias=380
export IMPL_worstSkewPairLatency_ns=0.25
export IMPL_cts_tree="built"
export IMPL_warnings=28
export IMPL_rsz0062_at_grt="yes"
export IMPL_slew_limit_headroom_pct=81.52
export IMPL_fin_cells=103
export IMPL_hpwlAfterDp_um=706.5
export IMPL_ff_type="dfstp_2"
export IMPL_status="finished, violations left"
export IMPL_final_hold_viol_count=0
export IMPL_grt_max_degree=7
export IMPL_critPathRequiredTime_ns=1.04
export IMPL_synth_cells=32
export IMPL_cts_inserted_buffers=3
export IMPL_ys_area_um2=335.3
export IMPL_globalRouteTotalUtil_pct=3.203
export IMPL_fmax_mhz=708.2
export IMPL_endpoint_kind="output pin"
export IMPL_p_leak_nw=0.2653
export IMPL_period_needed_ns=1.412
export IMPL_tightest_slew_ns=0.2763
export IMPL_cts_root_buf="clkbuf_4"
export IMPL_synth_area_per_cell_um2=10.48
export IMPL_failed_checks="setup timing"
export IMPL_maxCapViolCount=0
export IMPL_clkSinkCount=6
export IMPL_final_setup_tns_ns=-0.1787
export IMPL_drive_gt1_share_pct=52.63
export IMPL_yosysTopAreaCell="dfstp_2"
export IMPL_path_max_fanout=3
export IMPL_yosys_warnings=1
export IMPL_start_kind="flop"
export IMPL_placementRows=21
export IMPL_dp_cells=93
export IMPL_die_area_mm2=0.006400
export IMPL_num_antenna_cells=0
export IMPL_fp_util_pct=9.817
export IMPL_die_x_um=80
export IMPL_setup_violations=3
export IMPL_core_area_mm2=0.003416
export IMPL_worstSetupPathType="flop to output pin"
export IMPL_grt_ovfl_total=0
export IMPL_synth_area_um2=335.3
-- layout by cell type, fill, tap and decap left out, drive strengths merged --
cell type and n:
buf 18, clkbuf 4, inv 3, o21a 3, dfrtp 3, dfstp 3
clkdlybuf4s50 3, nor2b 3, a22oi 2, nand2 2, nand3 2, nand2b 1
a21oi 1, o221ai 1, o221a 1, o211ai 1, a31oi 1, a31o 1
and4 1, o21ai 1, a21o 1, maj3 1
-- layout make-up --
cell class / instances / area, um2
clock buffer: 4 / 26.28
fill: 384 / 2809
inverter: 3 / 11.26
multi-input combinational: 23 / 187.7
sequential: 6 / 153.9
tap: 46 / 57.56
timing repair buffer: 21 / 170.2
-- layer usage --
layer  GRT usage, %  part of all wire [%]  wire, um  up-vias
met5              0                     0         0        -
met4         0.7042                  0.82         8        0
met3          2.045                    13       123        2
met2          4.494                    40       390       14
met1          4.016                    46       454      156
li1               -                     -         -      169
-- metrics by stage --
step	hold slack, ns	instance area, um2
after floorplan	0.04878	335.3
after global placement	0.4997	523.0
after detailed placement	0.5068	523.0
after CTS	0.2402	595.6
after global routing	0.2427	606.8
final	0.2251	606.8
-- path summary, 6_finish.rpt --
check | startpoint | to | slack, ns | cells past startpoint
setup / recovery | ff1.Qn | gc | -0.11 | 4
hold reg to reg | ff1.Q | ff1.Q | 0.73 | 3
max in group asynchronous | reset | ff1.Qn | 0.82 | 2
hold / removal | reset | ff0.Q | 0.23 | 2
setup reg to reg | ff0.Qn | ff0.Qn | 0.05 | 5
min in group clk0 | ff1.Q | ff1.Q | 0.73 | 3
-- kinds of logic after synthesis --
group | synth area share, %
simple gates | 18.29
fa+ha+maj | 2.985
flops | 45.90
compound gates | 29.48
buf+inv | 3.358
-- sequential cells by signal (all words and copies together), names as in the netlist --
name and count:
ff0.Q 1, ff0.Qn 1, ff1.Qn 1, ff1.Q 1
ff2.Qn 1, ff2.Q 1
-- report_power, final --
group / total [mW] / switching [mW] / leakage, nW / internal (mW)
sequential: 0.313 / 0.0512 / 0.0692 / 0.262
combinational: 0.529 / 0.184 / 0.181 / 0.344
clock: 0.194 / 0.0767 / 0.0150 / 0.117
-- worst max-delay path, cell delays in order, from the launching register on --
cell and delay, ns:
dfstp_2 0.55, buf_6 0.10, a22oi_2 0.06, nor2b_1 0.10, buf_2 0.10
-- repair_timing --
item / CTS / global route
pin swaps: 2 / 1
endpoints found under the setup margin: 4 / 7
resized: 17 / 2
setup buffers: 6 / 1
No activity file was given, so power comes from the tool's default toggle rates.
